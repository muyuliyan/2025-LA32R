File: flow/design.v
module csr(
    input         clk,
    input         reset,
    input         csr_re,
    input  [13:0] csr_rnum, 
    input  [13:0] csr_wnum,
    output [31:0] csr_rdata,
    input  [3:0]  csr_we,
    input  [31:0] csr_wmask,
    input  [31:0] csr_wdata,
    input         ertn_flush,            
    input         wb_ex,           
    input  [5:0]  wb_ecode,        
    input  [8:0]  wb_esubcode,     
    input  [31:0] wb_pc,           
    output [31:0] ex_entry        
);
reg [1:0]  csr_crmd_plv;
reg        csr_crmd_ie;
wire       csr_crmd_da;
wire       csr_crmd_pg;
wire       csr_crmd_datf;
wire       csr_crmd_datm;
reg [1:0]  csr_prmd_pplv;
reg        csr_prmd_pie;
reg [1:0]  csr_estat_is;
reg [5:0]  csr_estat_ecode;
reg [8:0]  csr_estat_esubcode;
reg [31:0] csr_era_pc;
reg [25:0] csr_eentry_va;
reg [31:0] csr_save0_data;
reg [31:0] csr_save1_data;
reg [31:0] csr_save2_data;
reg [31:0] csr_save3_data;
always @(posedge clk) begin
    if(reset) begin 
        csr_crmd_plv <= 2'b0;
        csr_crmd_ie <= 1'b0;
    end
    else if(wb_ex) begin 
        csr_crmd_plv <= 2'b0;
        csr_crmd_ie <= 1'b0;
    end
    else if(ertn_flush) begin 
        csr_crmd_plv <= csr_prmd_pplv; 
        csr_crmd_ie <= csr_prmd_pie;
    end
    else if(csr_we && csr_wnum == 14'h000) begin
        csr_crmd_plv <= csr_wmask[1:0] & csr_wdata[1:0]
                     | ~csr_wmask[1:0] & csr_crmd_plv;
        csr_crmd_ie <= csr_wmask[2] & csr_wdata[2]
                    | ~csr_wmask[2] & csr_crmd_ie;
    end
end
assign csr_crmd_da = 1'b1;
assign csr_crmd_pg = 1'b0;
assign csr_crmd_datf = 2'b00;
assign csr_crmd_datm = 2'b00;
always @(posedge clk) begin
    if (wb_ex) begin
        csr_prmd_pplv <= csr_crmd_plv;
        csr_prmd_pie  <= csr_crmd_ie; 
    end
    else if (csr_we && csr_wnum == 14'h001) begin
        csr_prmd_pplv <= csr_wmask[1:0] & csr_wdata[1:0]
                      | ~csr_wmask[1:0] & csr_prmd_pplv;
        csr_prmd_pie  <= csr_wmask[2] & csr_wdata[2]
                      | ~csr_wmask[2] & csr_prmd_pie;
    end
end
always @(posedge clk) begin
    if(wb_ex) begin
        csr_estat_ecode <= wb_ecode;
        csr_estat_esubcode <= wb_esubcode;
    end
end
always @(posedge clk) begin
    if(wb_ex)
        csr_era_pc <= wb_pc;
    else if(csr_we && csr_wnum == 14'h006)
        csr_era_pc <= csr_wmask[31:0] & csr_wdata[31:0]
                   | ~csr_wmask[31:0] & csr_era_pc;
end
always @(posedge clk) begin
    if (reset) 
        csr_eentry_va <= 26'b0;
    if(csr_we && csr_wnum == 14'h00c)
        csr_eentry_va <= csr_wmask[31:6] & csr_wdata[31:6]
                      | ~csr_wmask[31:6] & csr_eentry_va;
end
always @(posedge clk) begin
    if(csr_we && csr_wnum == 14'h030)
        csr_save0_data <= csr_wmask[31:0] & csr_wdata[31:0]
                       | ~csr_wmask[31:0] & csr_save0_data;
    if(csr_we && csr_wnum == 14'h031)
        csr_save1_data <= csr_wmask[31:0] & csr_wdata[31:0]
                       | ~csr_wmask[31:0] & csr_save1_data;
    if(csr_we && csr_wnum == 14'h032)
        csr_save2_data <= csr_wmask[31:0] & csr_wdata[31:0]
                       | ~csr_wmask[31:0] & csr_save2_data;
    if(csr_we && csr_wnum == 14'h033)
        csr_save3_data <= csr_wmask[31:0] & csr_wdata[31:0]
                       | ~csr_wmask[31:0] & csr_save3_data;
end
wire [31:0] csr_crmd = {23'b0, csr_crmd_datm, csr_crmd_datf, csr_crmd_pg, csr_crmd_da, csr_crmd_ie , csr_crmd_plv};
wire [31:0] csr_prmd = {29'b0, csr_prmd_pie, csr_prmd_pplv};
wire [31:0] csr_estat = {1'b0, csr_estat_esubcode, csr_estat_ecode, 16'b0};
wire [31:0] csr_era = csr_era_pc;
wire [31:0] csr_eentry = {csr_eentry_va, 6'b0};
assign ex_entry    = csr_eentry;
assign csr_rdata =  (csr_rnum[13:0] == 14'h000)   ? csr_crmd   :
                    (csr_rnum[13:0] == 14'h001)   ? csr_prmd   :
                    (csr_rnum[13:0] == 14'h005)  ? csr_estat  :
                    (csr_rnum[13:0] == 14'h006)    ? csr_era    :
                    (csr_rnum[13:0] == 14'h00c) ? csr_eentry :
                    (csr_rnum[13:0] == 14'h030)  ? csr_save0_data :
                    (csr_rnum[13:0] == 14'h031)  ? csr_save1_data :
                    (csr_rnum[13:0] == 14'h032)  ? csr_save2_data :
                    (csr_rnum[13:0] == 14'h033)  ? csr_save3_data : 32'h0;
endmodule
File: flow/run.sh
#!/bin/bash
# OpenROAD 26Q1-2900-gdf79404cd8, Yosys 0.63+post, stock flow scripts
make -C /OpenROAD-flow-scripts/flow DESIGN_CONFIG=/design/flow/config.mk WORK_HOME=/design/flow/orfs finish
File: flow/config.mk
export PLATFORM = sky130hd
export DESIGN_NAME = csr
export DESIGN_NICKNAME = csr
export VERILOG_FILES = /design/flow/design.v
export SDC_FILE = /design/flow/constraint.sdc
export NUM_CORES = 4
export LEC_CHECK = 1
export CORE_UTILIZATION = 30
File: flow/constraint.sdc
current_design csr

set clk_period 7.4
set clk_io_pct 0.2

create_clock -name clk0 -period $clk_period [get_ports {clk}]

set non_clock_inputs [all_inputs -no_clocks]
set_input_delay [expr $clk_period * $clk_io_pct] -clock clk0 $non_clock_inputs
set_output_delay [expr $clk_period * $clk_io_pct] -clock clk0 [all_outputs]
==> flow_summary.ini <==
; physical design summary
[outcome]
status = complete, no violations

[synthesis]
ys_types = 45
ys_seq_share_pct = 59.97
synth_top_flop_cell = edfxtp_1
yosys_area_mm2 = 0.01031
synth-edff-count = 204
postSynthCellCount = 803
async_flop_share_pct = 0
top_cells_by_count = 204 x edfxtp_1, 132 x and2_1, 90 x nand2_1, 65 x o21ai_0
avgSynthCellArea_um2 = 12.85
yosys_warnings = 1
synth.area.top_cells = edfxtp_1 59%, and2_1 8.0%, mux4_2 7.0%
top_area_cell = edfxtp_1
yosys_cells = 803
ys_ff = 207
top_cell = edfxtp_1
synth_top_area_share_pct = 59.39
syn_area_mm2 = 0.01031

[timing]
relSlewSlack_pct = 42.48
finClkSkew_ns = 0.001690
timing.fmax_mhz = 163.4
drv_slew = 0
fin_ws_ns = 1.279
setup_viol = 0
finalHoldViolCount = 0
tightest_slew_ns = 0.8549
rsz0062_at_grt = no
setup-tns-final_ns = 0
fin_crit_ns = 6.121
period_used_pct = 82.71

[run]
warnings = 26
drv_cap = 0

[critical_path]
worstPathArrival_ns = 4.64
path_class = in2out
reg2reg_depth = 3
cp_cell_sequence = clkdlybuf4s50_1, nor4_4, nand2_2, nor4_4, buf_4, a221o_1, clkdlybuf4s50_1
start_kind = input pin
cpPeakStageDelay_ns = 0.68
end_kind = output pin
crit_required_ns = 5.92
critPathMaxFanout = 19
slowest_stage = nor4_4

[routing]
wl_um = 27410
antennaDiodeCount = 0
via_count = 7064
drtPass1Iterations = 5
drt_iter0_markers = 339
drt-wirelength-per-cell_um = 18.76
drc_errors = 0
via_per_inst = 4.835
ant_nets = 0

[die]
dieArea_mm2 = 0.03513
rows = 67
ios = 212
die_h_um = 187.4
fp.dieW_um = 187.4
core_area_mm2 = 0.03370
fp_util_pct = 30.61

[clock_network]
clock_sink_count = 207
cts_max_level = 1
clk_pin_slew_worst_paths_ns = 0.06
cts_root_buf = clkbuf_16
worstSkewPairLatency_ns = 0.52
postCtsHoldBufs = 0
cts_tree = done
cts_setup_buffers = 0
post_cts_resized = 0
cts_buffers = 24
cts_buffer_depth = 3

[placed_design]
post-place-ws_ns = 1.282
dp_hpwl_um = 17490
portBuffers = 204
gp_congestion = 0.8010
dp_cells = 1419

[power_and_ir_drop]
p_per_area_mw_per_mm2 = 198.2
power.internal_mw = 2.118
switching_share_pct = 20.94
total_power_mw = 2.679
p_clk_share_pct = 42.2
pwr-share-seq_pct = 49.7
power_frac_comb_pct = 8.2
p_leak_nw = 4.665
irDropWorstVdd_v = 0.0001380
p_sw_uw = 560.9

[global_routing]
grt_start_max_net_pins = 55
grt_use_met1_pct = 24.00
grt_pass1_wl_um = 41880
grt_use_met2_pct = 25.58
met3_usage_pct = 6.590
grt_usage_pct = 16.56
antenna_found_initial = 0
first_global_vias = 7262
grt_overflow = 0
top_usage_layer = met2

[final_layout]
syn_to_final_growth_pct = 31.00
drive_above_1_share_pct = 11.75
final_cells = 1461

[worst_hold_path]
holdPathStages = 2
min_path_type = reg2reg
==> cell type report <==
type                            instances  area (µm²)
Timing Repair Buffer                  221        2160
Inverter                               21       78.83
Clock buffer                           30       644.4
Sequential cell                       207        6186
Multi-Input combinational cell        522        3784
Tap cell                              448       560.5
Fill cell                            3178       20190
Clock inverter                         12       100.1
==> power groups by stage <==
stage	registers, mW	clock network, mW	logic [mW]
CTS	1.33	1.16	0.220
global route	1.33	1.21	0.238
finish	1.33	1.13	0.218
==> critical path, delay by kind of cell <==
kind                   cells  cell delay (ns)
and+or+nand+nor            3             1.49
buffers and inverters      3             1.40
AOI/OAI and AO/OA          1             0.26
==> cell families after synthesis <==
logic type	share of synthesized area (%)
buf+inv	3.809
other cells	0.03636
compound gates	11.18
flops	59.97
xor+xnor	0.08493
simple gates	17.93
mux	6.987
==> through the flow <==
step                      area, µm²  hold WS, ns  util (%)
after floorplan               10330       0.4647         -
after global placement        12770       0.4878     37.89
after detailed placement      12770       0.4999     37.89
after CTS                     13510       0.5078     40.10
after global routing          13510       0.5254     40.10
final                         13510       0.5055     40.10
==> routing by layer <==
layer,share of wire (%),vias to the layer above
li1,-,3365
met4,1.1,0
met1,43,3397
met3,9.0,26
met2,47,276
met5,0,-
==> cell usage in the layout, fill, tap and decap left out, types with 8 or more instances in the layout <==
cell type and instances:
a221oi_1 18, and3_1 12, nor2b_2 9, a21o_1 32
nand2_1 90, o21ai_0 65, edfxtp_1 204, clkdlybuf4s50_1 201
nand3_1 13, and2_1 132, a221o_1 12, clkbuf_16 25
buf_4 19, nor2_1 14, a21oi_2 11, mux4_2 32
clkinv_1 8, o22a_1 15, nand2b_1 12, inv_1 21
==> path summary, 6_finish.rpt <==
kind / from / endpoint / slack [ns]
max reg2reg: csr_eentry_va[20] / csr_eentry_va[20] / 6.41
max: csr_rnum[7] / csr_rdata[31] / 1.28
min: flop / flop / 0.51
min reg2reg: flop / flop / 0.51
Power and IR drop assume default switching activity.
